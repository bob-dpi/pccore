==> design.v <==
module crc(clk, icrhfdata, icrhfrxf_, ocrhfrd_, icrhfpkt, ocrhfdata, ocrhfrxf_,
            icrhfrd_, ocrhfpkt, ocrfhdata, icrfhtxe_, ocrfhwr, ocrfhpkt, icrfhdata,
            ocrfhtxe_, icrfhwr, icrfhpkt);
    input  clk;                
    input  [7:0] icrhfdata;    
    input  icrhfrxf_;          
    output ocrhfrd_;           
    input  icrhfpkt;           
    output [7:0] ocrhfdata;    
    output ocrhfrxf_;          
    input  icrhfrd_;           
    output ocrhfpkt;           
    output [7:0] ocrfhdata;    
    input  icrfhtxe_;          
    output ocrfhwr;            
    output ocrfhpkt;           
    input  [7:0] icrfhdata;    
    output ocrfhtxe_;          
    input  icrfhwr;            
    input  icrfhpkt;           
    reg  [1:0]   fhstate;      
    reg  [15:0]  crcout;       
    initial
    begin
        fhstate = 0;
        crcout = 0;
    end
    always @(posedge clk)
    begin
        if ((fhstate == 2'h0) & (icrfhpkt))
        begin
            crcout <= 16'h0000;
            fhstate <= 2'h1;
        end
        else if ((icrfhpkt) & (icrfhwr))
        begin
            crcout <= crc16(crcout, icrfhdata);
        end
        else if ((fhstate == 2'h1) & (~icrfhpkt))
        begin
            fhstate <= 2'h2;
        end
        else if ((fhstate == 2'h2) & (~icrfhtxe_))
        begin
            fhstate <= 2'h3;
        end
        else if ((fhstate == 2'h3) & (~icrfhtxe_))
        begin
            fhstate <= 2'h0;
        end
    end
    assign ocrfhdata = (fhstate == 2'h2) ? crcout[15:8] :
                       (fhstate == 2'h3) ? crcout[7:0] :
                       icrfhdata;
    assign ocrfhtxe_ = icrfhtxe_ & (fhstate != 2'h2) & (fhstate != 2'h3) ;
    assign ocrfhpkt  = icrfhpkt | (fhstate != 2'h0);
    assign ocrfhwr   = icrfhwr | ((~icrfhtxe_) & ((fhstate == 2'h2) | (fhstate == 2'h3)));
    reg          wrbuf;        
    reg    [8:0] waddr;        
    reg    [8:0] raddr;        
    reg    [8:0] wcount;       
    reg    [8:0] rcount;       
    reg   [15:0] crcin;        
    reg          hfstate;      
    reg          oldirxf_;     
    reg    [3:0] bidelay;      
    reg          bistart;      
    wire         we;           
    wire   [9:0] wa;           
    wire   [7:0] wd;           
    wire   [9:0] ra;           
    wire   [7:0] rd;           
    assign       we = icrhfpkt & (~icrhfrxf_);  
    assign       wd = icrhfdata;       
    assign       wa = {wrbuf,waddr};   
    assign       ra = {~wrbuf,raddr};  
    crram        crbuf(clk,we,wa,wd,ra,rd);
    initial
    begin
        wrbuf = 0;
        waddr = 0;
        raddr = 0;
        wcount = 0;
        rcount = 0;
        crcin = 0;
        oldirxf_ = 1;
        bidelay = 0;
        bistart = 0;
        hfstate = 2'h0;
    end
    always @(posedge clk)
    begin
        oldirxf_ <= icrhfrxf_;           
        if ((hfstate == 2'h0) && icrhfpkt)
        begin
            hfstate <= 2'h1;
            crcin <= crc16(crcin, icrhfdata);
        end
        else if ((hfstate == 2'h1) && icrhfpkt && (~icrhfrxf_))
        begin
            crcin <= crc16(crcin, icrhfdata);
            wcount <= wcount + 9'd1;
        end
        else if ((hfstate == 2'h1) && icrhfpkt && (icrhfrxf_) && (~oldirxf_))
        begin
            waddr <= waddr + 9'd1;
        end
        else if ((hfstate == 2'h1) && (~icrhfpkt))
        begin
            if (crcin == 16'h0000)
            begin
                rcount <= wcount - 9'h2;    
                raddr <= 9'h000;
                bistart <= 1;
                wrbuf <= ~wrbuf;            
            end
            hfstate <= 2'h0;
            crcin <= 16'h0000;          
            waddr <= 9'h000;
            wcount <= 9'h000;
        end
        if (((rcount+9'h1) != raddr) & (~icrhfrd_))  
        begin
            raddr <= raddr +9'h1;
            bidelay <= 4'h1;                
        end
        else if (bistart == 1)
        begin
            bistart <= 0;
            bidelay <= 1;                   
        end
        else if (bidelay == 4'h4)
            bidelay <= 0;                   
        else
            bidelay <= bidelay + 4'h1;
    end
    assign ocrhfdata = rd;                  
    assign ocrhfrd_  = icrhfrxf_;           
    assign ocrhfpkt  = ((rcount+1) != raddr);   
    assign ocrhfrxf_ = ~(((rcount+9'h1) != raddr) & (bidelay == 4'h4) & (bistart == 0));
function [15:0] crc16;
    input [15:0] crcin;     
    input [7:0]  charin;    
    reg   [7:0]  x;         
    begin
    x[0] = (crcin[ 8] ^ charin[0]) ^ (crcin[12] ^ charin[4]);
    x[1] = (crcin[ 9] ^ charin[1]) ^ (crcin[13] ^ charin[5]);
    x[2] = (crcin[10] ^ charin[2]) ^ (crcin[14] ^ charin[6]);
    x[3] = (crcin[11] ^ charin[3]) ^ (crcin[15] ^ charin[7]);
    x[4] = crcin[12] ^ charin[4];
    x[5] = crcin[13] ^ charin[5];
    x[6] = crcin[14] ^ charin[6];
    x[7] = crcin[15] ^ charin[7];
    crc16[ 0] = (  1'b0  ) ^ (      1'b0       ) ^ (       1'b0     ) ^ (    x[0]   );
    crc16[ 1] = (  1'b0  ) ^ (      1'b0       ) ^ (       1'b0     ) ^ (    x[1]   );
    crc16[ 2] = (  1'b0  ) ^ (      1'b0       ) ^ (       1'b0     ) ^ (    x[2]   );
    crc16[ 3] = (  1'b0  ) ^ (      1'b0       ) ^ (       1'b0     ) ^ (    x[3]   );
    crc16[ 4] = (  1'b0  ) ^ (      1'b0       ) ^ (       1'b0     ) ^ (    x[4]   );
    crc16[ 5] = (  1'b0  ) ^ (      1'b0       ) ^ (       x[0]     ) ^ (    x[5]   );
    crc16[ 6] = (  1'b0  ) ^ (      1'b0       ) ^ (       x[1]     ) ^ (    x[6]   );
    crc16[ 7] = (  1'b0  ) ^ (      1'b0       ) ^ (       x[2]     ) ^ (    x[7]   );
    crc16[ 8] = (crcin[0]) ^ (      1'b0       ) ^ (       x[3]     ) ^ (   1'b0    );
    crc16[ 9] = (crcin[1]) ^ (      1'b0       ) ^ (       x[4]     ) ^ (   1'b0    );
    crc16[10] = (crcin[2]) ^ (      1'b0       ) ^ (       x[5]     ) ^ (   1'b0    );
    crc16[11] = (crcin[3]) ^ (      1'b0       ) ^ (       x[6]     ) ^ (   1'b0    );
    crc16[12] = (crcin[4]) ^ (      x[0]       ) ^ (       x[7]     ) ^ (   1'b0    );
    crc16[13] = (crcin[5]) ^ (      x[1]       ) ^ (       1'b0     ) ^ (   1'b0    );
    crc16[14] = (crcin[6]) ^ (      x[2]       ) ^ (       1'b0     ) ^ (   1'b0    );
    crc16[15] = (crcin[7]) ^ (      x[3]       ) ^ (       1'b0     ) ^ (   1'b0    );
    end
endfunction
endmodule
module crram(clk,we,wa,wd,ra,rd);
    input    clk;                            
    input    we;                             
    input    [9:0] wa;                       
    input    [7:0] wd;                       
    input    [9:0] ra;                       
    output   [7:0] rd;                       
    reg      [7:0] rdreg;
    reg      [7:0] ram [1023:0];
    always@(posedge clk)
    begin
        if (we)
            ram[wa] <= wd;
        rdreg <= ram[ra];
    end
    assign rd = rdreg;
endmodule
==> run.sh <==
#!/bin/bash
# OpenROAD 26Q1-2900-gdf79404cd8, Yosys 0.63+post, stock flow scripts
make -C /OpenROAD-flow-scripts/flow DESIGN_CONFIG=/design/flow/config.mk WORK_HOME=/design/flow/orfs finish
==> config.mk <==
export PLATFORM = sky130hd
export DESIGN_NAME = crc
export DESIGN_NICKNAME = crc
export VERILOG_FILES = /design/flow/design.v
export SDC_FILE = /design/flow/constraint.sdc
export NUM_CORES = 4
export LEC_CHECK = 1
export CORE_UTILIZATION = 40
export SYNTH_HDL_FRONTEND = slang
export SYNTH_MEMORY_MAX_BITS = 65536
==> constraint.sdc <==
current_design crc

set clk_period 1367.4
set clk_io_pct 0.2

create_clock -name clk0 -period $clk_period [get_ports {clk}]

set non_clock_inputs [all_inputs -no_clocks]
set_input_delay [expr $clk_period * $clk_io_pct] -clock clk0 $non_clock_inputs
set_output_delay [expr $clk_period * $clk_io_pct] -clock clk0 [all_outputs]
==> impl_metrics.env <==
# implementation run metrics
export IMPL_synth_warnings=0
export IMPL_floorplan_core_util_pct=40.1
export IMPL_rsz0062_at_grt="no"
export IMPL_holdCritPathClass="reg2reg"
export IMPL_fin_skew_ps=88.5
export IMPL_core_area_mm2=0.802
export IMPL_hold_violations=0
export IMPL_worst_setup_path_end_kind="output pin"
export IMPL_max_freq_mhz=1.82
export IMPL_edf_count=8245
export IMPL_vdd_drop_max_uv=1.55
export IMPL_drive_gt1_share_pct=23.4
export IMPL_maxCapViolCount=0
export IMPL_wl_per_cell_um=36.1
export IMPL_hp_start="crcout[11]"
export IMPL_ys_chip_area_mm2=0.322
export IMPL_worst_pin_slew_ps=1330
export IMPL_path_max_fanout=2
export IMPL_flop_cell="edfxtp_1"
export IMPL_synth_async_reset_ratio_pct=0
export IMPL_routabilityCongestion=0.920
export IMPL_ys_cells=15367
export IMPL_r2r_start="raddr[0]"
export IMPL_top_cell_area_share_pct=76.9
export IMPL_synth_avg_cell_area_um2=20.9
export IMPL_grt_pass1_vias=173986
export IMPL_grt_first_pass_wirelength_mm=1370
export IMPL_tns_ps=0
export IMPL_grt_max_degree=129
export IMPL_r2r_slack_ps=1358680
export IMPL_cp_arrival_ps=274770
export IMPL_die_h_um=899
export IMPL_finalPower_w=0.000537
export IMPL_syn_cell_area_mm2=0.322
export IMPL_log_warning_count=45
export IMPL_rr_worst_depth=15
export IMPL_r2r_end="crbuf.rd[1]"
export IMPL_start_kind="input pin"
export IMPL_synthTopCellsByArea="edfxtp_1 (77%), mux4_2 (13%), mux2i_1 (2.4%), nor2_1 (1.4%), a22oi_1 (0.59%)"
export IMPL_cts_sinks=8278
export IMPL_drtAntennaViolNets=0
export IMPL_yosysTopAreaCell="edfxtp_1"
export IMPL_max_slew_margin_rel_pct=10.7
export IMPL_hpwl_mm=618
export IMPL_syn_to_final_growth_pct=13.1
export IMPL_drc_errors=0
export IMPL_clockBufferDepth=4
export IMPL_die_area_mm2=0.808
export IMPL_p_leak_nw=112
export IMPL_ctsHoldBuffers=0
export IMPL_syn_inst=15367
export IMPL_dieWidth_um=899
export IMPL_ys_ff=8278
export IMPL_num_vias=161336
export IMPL_grt_util_all_layers_pct=27.0
export IMPL_cts_resized=0
export IMPL_clk_latency_ps=1220
export IMPL_whs_endpoint="crcout[11]"
export IMPL_clk_pin_slew_worst_paths_ps=60
export IMPL_worstSetupPathType="in2out"
export IMPL_cts_tree="yes"
export IMPL_first_pass_iters=18
export IMPL_required_ps=1093920
export IMPL_grt_overflow_total=0
export IMPL_dr_first_iter_drc_count=11684
export IMPL_status="completed"
export IMPL_htree_num_levels=6
export IMPL_io_pin_count=45
export IMPL_synth_cell_types=83
export IMPL_fin_cells=27518
export IMPL_via_per_inst=5.86
export IMPL_std_cell_rows=329
export IMPL_routed_wl_mm=992
export IMPL_antenna_found_initial=106
export IMPL_slew_viol_final=0
export IMPL_cts_buffers=822
export IMPL_cts_root_buffer="clkbuf_16"
export IMPL_finalCritPeriodShare_pct=40.1
export IMPL_port_buffers=44
export IMPL_yosys_stat_seqShare_pct=77.1
export IMPL_setup_violations=0
export IMPL_cts_setup_buffers=0
export IMPL_hold_depth=2
export IMPL_power_density_mw_per_mm2=1.48
export IMPL_placed_cells=25827
export IMPL_layout_min_cycle_time_ps=548250
==> area by class of cell <==
type / count / area [um^2]
Clock inverter: 452 / 4470
Antenna cell: 196 / 490
Clock buffer: 1042 / 21500
Sequential cell: 8278 / 248000
Multi-Input combinational cell: 6047 / 68800
Inverter: 23 / 116
Tap cell: 10592 / 13300
Fill cell: 65715 / 438000
Timing Repair Buffer: 888 / 7200
==> worst max-delay path by stage <==
stage,endpoint,startpoint,slack (ps),depth (start not counted)
after CTS,ocrfhdata[5],icrfhdata[5],819140,4
after global routing,ocrfhdata[5],icrfhdata[5],819100,4
final,ocrfhdata[5],icrfhdata[5],819150,4
==> critical path, stage by stage <==
cell	delay, ps
clkdlybuf4s50_1	520
nor2_1	70
a21oi_1	190
clkdlybuf4s50_1	500
==> registers in the layout (all words and copies together), names as in the netlist <==
| signal | count |
|---|---|
| waddr | 9 |
| crcin | 16 |
| wrbuf | 1 |
| crbuf.ram | 8192 |
| hfstate | 1 |
| fhstate | 2 |
| crcout | 16 |
| rcount | 9 |
| raddr | 9 |
| crbuf.rd | 8 |
| bistart | 1 |
| bidelay | 4 |
| oldirxf_ | 1 |
| wcount | 9 |
==> report_power, final <==
group           total, W  internal, W  switching [W]
registers       0.000280     0.000280    0.000000602
clock network   0.000219     0.000122      0.0000971
logic          0.0000381    0.0000125      0.0000256
==> metal layers <==
metal	track usage, %	share of wire (%)	vias up	wire length (um)
li1	-	-	65662	-
met1	28.6	29	82195	284000
met2	37.4	45	11056	449000
met3	23.9	20	2219	199000
met4	11.9	5.6	204	55800
met5	3.11	0.40	-	3920
==> placed cells by master (no fill, tap or decap), types with 36 or more instances in the layout <==
master / count
edfxtp_1: 8245
mux4_2: 1841
nor2_1: 1147
clkbuf_16: 825
buf_4: 812
mux2i_1: 761
nand2_1: 331
a21oi_1: 319
a22oi_1: 253
clkbuf_1: 216
clkinv_1: 212
diode_2: 196
o21ai_0: 195
a221oi_1: 157
o221ai_1: 111
nand3_1: 102
clkinv_2: 100
o22ai_1: 86
a211oi_1: 57
bufinv_16: 55
xnor2_1: 51
a31oi_1: 47
nor3_1: 45
xor2_1: 37
clkdlybuf4s50_1: 36
==> logic make-up after synthesis <==
group	Yosys count	synth area share, %
mux	2633	15.4
compound gates	1445	3.10
buf+inv	1042	1.71
flops	8278	77.1
simple gates	1870	2.41
xor+xnor	88	0.240
fa+ha+maj	11	0.0428
==> cells in the mapped netlist, types with 12 or more instances <==
cell type,n
a211o_1,12
a211oi_1,60
a21oi_1,319
a221oi_1,157
a22o_1,24
a22oi_1,253
a31oi_1,47
a32oi_1,14
and2_1,15
and3_1,30
buf_1,87
buf_2,270
buf_4,132
buf_6,97
clkbuf_1,430
dfxtp_1,33
edfxtp_1,8245
inv_1,19
mux2_2,31
mux2i_1,761
mux4_2,1841
nand2_1,339
nand3_1,127
nand4_1,27
nor2_1,1171
nor2b_1,32
nor3_1,47
nor4_1,20
o2111ai_1,13
o211ai_1,27
o21ai_0,195
o21ai_1,12
o221ai_1,111
o22ai_1,86
o31ai_1,13
xnor2_1,51
xor2_1,37
==> metrics by stage <==
| step | utilization, % | hold slack, ps | cell area [um^2] | worst slack, ps |
|---|---|---|---|---|
| finish | 45.4 | 484 | 364000 | 819150 |
| detailed placement | 42.1 | 475 | 338000 | 819140 |
| global placement | 42.1 | 478 | 338000 | 819060 |
| global route | 45.3 | 507 | 364000 | 819100 |
| floorplan | - | 456 | 322000 | 820180 |
| CTS | 45.3 | 483 | 364000 | 819140 |
