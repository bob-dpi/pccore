$ cat design.v
module hostrx(clk,rxd,byteout,ready_,ack_,baudrate);
    input    clk;                
    input    rxd;                
    output   [7:0] byteout;      
    output   ready_;             
    input    ack_;               
    input    [1:0] baudrate;     
    reg    [1:0] smplctr;        
    reg    inxfer;               
    reg    [2:0] bitidx;         
    reg    [6:0] bitdly;         
    reg    [7:0] shiftbyte;      
    reg    [7:0] latchbyte;      
    reg    rdy_;                 
    assign byteout = latchbyte;
    assign ready_ = rdy_; 
    wire   nxtbit;      
    wire   curbit;      
    wire   enable;      
    lpf    lpfrx(clk, rxd, enable, nxtbit, curbit);
    assign enable = (smplctr == 1'b0);
    initial
    begin
        smplctr = 1'h0;
        inxfer = 1'b0;
        bitidx = 3'h0;
        bitdly = 7'h00;
        shiftbyte = 8'h00;
        latchbyte = 8'h00;
        rdy_ = 1'b1;
    end
    always @(posedge clk)
    begin
        if (smplctr != 3'h0)
        begin
            smplctr <= smplctr - 2'h1;
        end
        else
        begin
            smplctr <= baudrate;    
            if ((inxfer == 1'b0) && (nxtbit == 1'b0) && (curbit == 1'b1))
            begin
                inxfer <= 1'b1;
                bitdly <= 7'd76;    
            end
            if (inxfer == 1'b1)
            begin
                if (bitdly == 7'h00)
                begin
                    bitdly <= 7'd42;
                    bitidx <= bitidx + 3'h1;   
                    shiftbyte <= (shiftbyte >> 1) | {curbit,7'h00};
                    if (bitidx == 3'h7)               
                    begin
                        latchbyte <= (shiftbyte >> 1) | {curbit,7'h00};
                        inxfer <= 1'b0;
                        rdy_ <= 1'b0;
                    end
                end
                else
                begin
                    bitdly <= bitdly - 7'h01;
                end
            end
        end
        if ((rdy_ == 0) && (ack_ == 0))
            rdy_ <= 1;
    end
endmodule
module lpf(clk, rxd, enable, nxtbit, curbit);
    input    clk;                            
    input    rxd;                            
    input    enable;                         
    output   nxtbit;                         
    output   curbit;                         
    reg      [3:0] accum;                    
    reg      current;                        
    wire     next;                           
    initial
    begin
        accum = 4'h0;
        current  = 1'b0;
    end
    always@(posedge clk)
    begin
        if (enable)
        begin
            current <= next;
            if ((rxd == 1'b0) && (accum != 4'h0))
                accum <= accum - 4'd1;
            if ((rxd == 1'b1) && (accum != 4'hf))
                accum <= accum + 4'd1;
        end
    end
    assign next = (accum >= 4'd12) ? 1'b1 :
                  (accum <= 4'd3) ? 1'b0 :
                  current;
    assign nxtbit = next;
    assign curbit = current;
endmodule
module hosttx(clk,strobe,buffull,datin,txd,baudrate);
    input  clk;               
    input  strobe;            
    output buffull;           
    input  [7:0] datin ;      
    output txd;               
    input  [1:0] baudrate;    
    reg    [1:0] baudcount;   
    wire   baudclk;
    baud461k b1(clk, baudclk);
    reg    [10-1:0] watx;  
    reg    [10-1:0] ratx;  
    wire   bufempty;    
    assign buffull = ((watx + 10'h01) == ratx) ? 1'b1 : 1'b0 ;
    assign bufempty = (watx == ratx) ? 1'b1 : 1'b0 ;
    reg    emptylatch;
    wire   we;                     
    wire   [10-1:0] wa;      
    wire   [10-1:0] ra;      
    wire   [7:0] rd;               
    dpram  memtx(clk, we, wa, datin, ra, rd);
    assign we = (strobe & (buffull == 0));
    assign wa = watx;
    assign ra = ratx;
    reg    baudflag;
    reg    [3:0] bitreg;      
    reg    sendbit;
    assign txd = sendbit;
    initial
    begin
        watx = 10'h000;
        ratx = 10'h000;
        bitreg = 1'h0;
        baudcount = 2'h0;
    end
    always @(posedge clk)
    begin
        if (strobe)                   
        begin
            watx <= watx + 10'h01;
        end
        if (baudclk)
        begin
            if (baudcount == 0)
            begin
                baudflag <= 1'b1;
                baudcount <= baudrate;
                if (bitreg == 4'd10)
                begin
                    bitreg <= 4'h0;
                    emptylatch <= bufempty;
                end
                else  
                    bitreg <= bitreg + 4'h1;
            end
            else
                baudcount <= baudcount - 2'h1;
        end
        if (baudflag)
        begin
            baudflag <= 1'b0;
            if (~emptylatch)
            begin
                sendbit <= 
                    (bitreg == 0) ? 1'b0 :
                    (bitreg == 1) ? rd[0] :
                    (bitreg == 2) ? rd[1] :
                    (bitreg == 3) ? rd[2] :
                    (bitreg == 4) ? rd[3] :
                    (bitreg == 5) ? rd[4] :
                    (bitreg == 6) ? rd[5] :
                    (bitreg == 7) ? rd[6] :
                    (bitreg == 8) ? rd[7] :
                    (bitreg == 9) ? 1'b1 :
                    (bitreg == 10) ? 1'b1 :
                    (bitreg == 11) ? 1'b1 :
                    (bitreg == 12) ? 1'b1 :
                    (bitreg == 13) ? 1'b1 :
                    (bitreg == 14) ? 1'b1 : 1'b1;
                if (bitreg == 4'd10)
                begin
                    ratx <= ratx + 10'h01;
                end
            end
        end
    end
endmodule
module baud461k(clk, baudout);
    input  clk;               
    output baudout;           
    reg    [7:0] phacc;      
    reg    baudreg;
    initial
    begin
        phacc = 0;
    end
    always @(posedge clk)
    begin
        if (phacc[7] == 1)           
        begin
            phacc <= phacc + 8'd85;  
            baudreg <= 1;
        end
        else
        begin
            phacc <= phacc - 8'h02;      
            baudreg <= 0;
        end
    end
    assign baudout = baudreg;
endmodule
module dpram(clk,we,wa,wd,ra,rd);
    parameter LOGNPORT = 3;
    input    clk;                            
    input    we;                             
    input    [10-1:0] wa;             
    input    [7:0] wd;                       
    input    [10-1:0] ra;             
    output   [7:0] rd;                       
    reg      [7:0] rdreg;
    reg      [7:0] ram [2047:0];
    always@(posedge clk)
    begin
        if (we)
            ram[wa] <= wd;
        rdreg <= ram[ra];
    end
    assign rd = rdreg;
endmodule
$ cat run.sh
#!/bin/bash
# OpenROAD 26Q1-2900-gdf79404cd8, Yosys 0.63+post, stock flow scripts
make -C /OpenROAD-flow-scripts/flow DESIGN_CONFIG=/design/flow/config.mk WORK_HOME=/design/flow/orfs finish
$ cat config.mk
export PLATFORM = sky130hd
export DESIGN_NAME = hosttx
export DESIGN_NICKNAME = hosttx
export VERILOG_FILES = /design/flow/design.v
export SDC_FILE = /design/flow/constraint.sdc
export NUM_CORES = 4
export LEC_CHECK = 1
export CORE_UTILIZATION = 50
export SYNTH_HDL_FRONTEND = slang
export SYNTH_MEMORY_MAX_BITS = 65536
$ cat constraint.sdc
current_design hosttx

set clk_period 1828.3
set clk_io_pct 0.2

create_clock -name clk0 -period $clk_period [get_ports {clk}]

set non_clock_inputs [all_inputs -no_clocks]
set_input_delay [expr $clk_period * $clk_io_pct] -clock clk0 $non_clock_inputs
set_output_delay [expr $clk_period * $clk_io_pct] -clock clk0 [all_outputs]
==> flow_metrics.py <==
# Physical implementation metrics
metrics = {
    "grt": {
        "antenna_found_initial": 134,
        "grt_first_pass_wirelength_mm": 1450,
        "grt_overflow": 0,
        "grt_use_total_pct": 37.5,
        "grt_pass1_vias": 182000,
        "grt_max_degree": 95,
    },
    "routing": {
        "wl_met3_mm": 229,
        "totalWireLength_mm": 1060,
        "final_antenna_net_count": 0,
        "dr_wl_met2_mm": 466,
        "drt-pass1-iter-count": 6,
        "drt-met1-wl_mm": 291,
        "dr.max_layer_used": "met5",
        "first_iter_violations": 13300,
        "vias": 164000,
        "wire_per_inst_um": 42.2,
        "drc_errors": 0,
        "viasPerCell": 6.53,
    },
    "clock_tree": {
        "postCtsSetupBuffers": 0,
        "ctsResizeCount": 0,
        "path_clk_slew_ns": 0.06,
        "clockBufferDepth": 4,
        "clock-sinks": 8238,
        "clk_latency_ns": 1.21,
        "cts_tree": "built",
        "hold_buffers": 0,
        "cts_htree_levels": 6,
        "cts_buffers": 800,
        "root_buffer": "clkbuf_16",
    },
    "synthesis": {
        "synth_cells": 15100,
        "synthAdderAreaFrac_pct": 0.0470,
        "synth_cell_types": 84,
        "synth.cellmix.simpleShare_pct": 2.31,
        "ys_top_logic_family": "multiplexers",
        "postSynthAreaPerCell_um2": 21.2,
        "ys.flops": 8238,
        "syn_area_mm2": 0.320,
        "ys_warn_count": 0,
        "mux_share_pct": 15.2,
        "yosysTopAreaCell": "edfxtp_1",
        "ys_cells": 15100,
        "top_cells_by_area": "edfxtp_1 (77%), mux4_2 (13%), mux2i_1 (2.3%)",
        "synth-edff-count": 8221,
        "async_reset_ff_share_pct": 0,
        "synthAoiAreaFrac_pct": 3.19,
        "yosysTopAreaCellShare_pct": 77.2,
        "ys_area_mm2": 0.320,
        "synth.most_common_cell": "edfxtp_1",
        "synth_top_flop_cell": "edfxtp_1",
        "synth_seq_share_pct": 77.3,
        "synthXorXnorAreaFrac_pct": 0.104,
        "common_cells": "edfxtp_1 (8221), mux4_2 (1814), nor2_1 (1109), mux2i_1 (743), clkbuf_1 (448)",
    },
    "sta": {
        "worstMarginPinSlew_ns": 1.36,
        "tns_ns": 0,
        "maxSlewViolCount": 0,
        "setup_viol_count_final": 0,
        "period_minus_slack_ns": 370.15,
        "max_freq_ghz": 0.00270,
        "hold_viol": 0,
        "skew_ns": 0.0516,
        "max_slew_margin_pct": 8.70,
        "holdWs_ns": 0.434,
        "rsz0062_at_grt": "no",
        "min_period_over_period_pct": 20.2,
    },
    "power": {
        "seqPwrFrac_pct": 54.5,
        "p_sw_share_pct": 20.2,
        "p_per_area_mw_per_mm2": 1.06,
        "vdd_drop_max_uv": 1.16,
        "power.total_mw": 0.382,
        "clkPwrFrac_pct": 43.8,
        "p_sw_mw": 0.0772,
        "leakagePower_nw": 107,
        "p_int_mw": 0.304,
        "combPwrFrac_pct": 1.7,
    },
    "setup_path": {
        "crit_path_end_kind": "output port",
        "reg2reg_depth": 15,
        "cpMostUsedCell": "buf_4",
        "worstPathArrival_ns": 4.49,
        "r2r-start": "ra[0]",
        "r2r_slack_ns": 1821.02,
        "cp.required_ns": 1462.64,
        "cp-start-kind": "register",
        "max_stage_delay_ns": 0.65,
        "worst-path-max-fanout": 15,
        "cp_slowest_cell": "buf_4",
        "r2r_end": "memtx.rd[6]",
        "critPathKind": "reg -> out",
        "cp_cell_sequence": "ha_1, nand4_1, buf_4, nand2_1, a21oi_1, o21ai_0, a211oi_2, buf_4, clkdlybuf4s50_1",
    },
    "hold_path": {
        "hold_end": "baudflag",
        "min-delay-start": "baudflag",
        "min_path_cells": 1,
        "hp-class": "reg -> reg",
    },
    "final_layout": {
        "stdcell_count": 25000,
        "synthToLayoutAreaGrowth_pct": 12.2,
        "fillers": 45700,
        "drive_gt1_share_pct": 24.0,
        "utilization_pct": 56.3,
    },
    "floorplan": {
        "fp_util_pct": 50.2,
        "die-area_mm2": 0.643,
        "die_h_um": 802,
        "chipWidth_um": 802,
        "num_io_pins": 14,
        "rows": 293,
        "core_area_mm2": 0.637,
    },
    "placement": {
        "dp_hpwl_mm": 678,
        "place_inst": 23300,
        "io_buffers": 13,
        "place.gp.congestion": 0.990,
    },
    "flow_run": {
        "maxCapViolCount": 0,
        "warning_count": 35,
    },
    "outcome": {
        "status": "complete, no violations",
    },
}
worst max-delay path by stage:
stage / from / slack (ns) / endpoint
6_report: wa[0] / 1458.15 / buffull
5_1_grt: wa[0] / 1458.12 / buffull
4_1_cts: wa[0] / 1458.25 / buffull
cells by family after synthesis:
kind of cell | Yosys count
flip-flops | 8238
adder cells (fa/ha/maj) | 12
AND/OR/NAND/NOR | 1766
XOR/XNOR | 38
buffers and inverters | 1020
multiplexers | 2586
AND-OR/OR-AND | 1458
worst max-delay path: cells and delay by family, from the launching register on:
| family | cells | cell delay, ns |
|---|---|---|
| DFF | 1 | 0.50 |
| adders and majority gates | 1 | 0.45 |
| AOI/OAI and AO/OA | 3 | 0.64 |
| buffers and inverters | 3 | 1.40 |
| and+or+nand+nor | 2 | 0.29 |
final cells by class:
class                           count  area [um^2]  share of cell area, %
Sequential cell                  8238       247000                   68.9
Multi-Input combinational cell   5860        67400                   18.8
Clock buffer                      956        20900                   5.83
Tap cell                         8407        10500                   2.93
Timing Repair Buffer              792         6360                   1.77
Clock inverter                    523         5570                   1.55
Antenna cell                      246          616                  0.172
Inverter                           18         82.6                 0.0230
layout by cell type (no fill, tap or decap), types with 163 or more instances in the layout:
cell type,netlist,final
edfxtp_1,8221,8221
mux4_2,1814,1814
nor2_1,1109,1094
clkbuf_16,0,814
buf_4,111,752
mux2i_1,743,743
a22oi_1,345,345
nand2_1,319,295
a21oi_1,268,268
diode_2,0,246
clkinv_1,2,163
registers in the layout, indices dropped and copies added (netlist names), 2 cells and up:
signal and count:
memtx.rd 8, bitreg 4, ra 10, wa 10
memtx.ram 8192, baudcount 2, b1.phacc 8
per-layer routing:
metal	vias up	track usage [%]
met3	2474	35.1
li1	64800	-
met1	81600	41.8
met4	216	18.2
met2	14400	48.3
met5	-	10.1
power groups by stage:
stage	clock network [mW]	logic, mW	registers [mW]
CTS	0.169	0.00633	0.208
finish	0.167	0.00644	0.208
global route	0.176	0.00665	0.208
stage by stage:
stage | setup slack (ns) | cell area (um^2)
2_1_floorplan | 1460.70 | 320000
3_3_place_gp | 1458.23 | 332000
3_5_place_dp | 1458.28 | 332000
4_1_cts | 1458.25 | 358000
5_1_grt | 1458.12 | 358000
6_report | 1458.15 | 359000
Power and IR drop assume default switching activity.
