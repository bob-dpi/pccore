**design/flow/run.sh**
```bash
#!/bin/bash
# OpenROAD 26Q1-2900-gdf79404cd8, Yosys 0.63+post, stock flow scripts
make -C /OpenROAD-flow-scripts/flow DESIGN_CONFIG=/design/flow/config.mk WORK_HOME=/design/flow/orfs finish
```
**design/flow/config.mk**
```make
export PLATFORM = sky130hd
export DESIGN_NAME = busif
export DESIGN_NICKNAME = busif
export VERILOG_FILES = /design/flow/design.v
export SDC_FILE = /design/flow/constraint.sdc
export NUM_CORES = 4
export LEC_CHECK = 1
export CORE_UTILIZATION = 40
export SYNTH_HDL_FRONTEND = slang
```
**design/flow/constraint.sdc**
```tcl
current_design busif

set clk_period 6.2
set clk_io_pct 0.2

create_clock -name clk0 -period $clk_period [get_ports {clk}]

set non_clock_inputs [all_inputs -no_clocks]
set_input_delay [expr $clk_period * $clk_io_pct] -clock clk0 $non_clock_inputs
set_output_delay [expr $clk_period * $clk_io_pct] -clock clk0 [all_outputs]
```
**design/flow/design.v**
```verilog
module busif(clk, ibihfdata, ibihfrxf_, obihfrd_, ibihfpkt, obifhdata, ibifhtxe_,
    obifhwr, obifhpkt, ibifhen_, addr, datout, WE_O, TGA_O, STALL_I, u100clk,
    ACK_I, datin);
    input  clk;               
    input  [7:0] ibihfdata;   
    input  ibihfrxf_;         
    output obihfrd_;          
    input  ibihfpkt;          
    output [7:0] obifhdata;   
    input  ibifhtxe_;         
    output obifhwr;           
    output obifhpkt;          
    input  ibifhen_;          
    output [11:0] addr;       
    output [7:0] datout;      
    output WE_O;              
    output TGA_O;             
    input  STALL_I;           
    input  u100clk;           
    input  ACK_I;             
    input  [7:0] datin;       
    reg  [3:0] state;         
    reg  [7:0] cmd;           
    reg  [11:0] paddr;        
    reg  [7:0] count;         
    reg  sendingpkt;          
    reg  [7:0] data;          
    reg  [3:0] polladdr;      
    initial
    begin
        state = 0;
        cmd = 0;
        paddr = 0;
        count = 0;
        sendingpkt = 0;
        data = 0;
        polladdr = 0;
    end
    always @(posedge clk)
    begin
        if ((u100clk == 1) && (polladdr == 4'hf))
            polladdr <= 4'h0;
        if (state == 0)     
        begin
            if (ibihfpkt && (ibihfrxf_ == 0))
            begin
                cmd <= ibihfdata;
                state <= 1;
                if (((ibihfdata & 8'hfd) != 8'hf8) && ((ibihfdata & 8'hfd) != 8'hf4))
                begin
                    state <= 15;
                end
            end
            else
            begin
                if ((polladdr != 4'hf) && (sendingpkt == 0) && (ibifhen_ == 0))
                begin
                    if (datin != 0)
                    begin
                        cmd <= 8'h46;
                        count <= datin[7:0];
                        state <= 4;
                        sendingpkt <= 1;
                    end
                    else   
                    begin
                        paddr[11:8] <= polladdr;
                        polladdr <= polladdr + 4'h1;
                    end
                    paddr[7:0] <= 0;
                end
            end
        end
        else if (state == 1)    
        begin
            if (ibihfpkt && (ibihfrxf_ == 0))
            begin
                paddr[11:8] <= ibihfdata[3:0];
                state <= 2;
                if (ibihfdata[7:4] != 4'he)   
                begin
                    state <= 15;
                end
            end
            else if (ibihfpkt == 0)    
            begin
                state <= 0;
            end
        end
        else if (state == 2)    
        begin
            if (ibihfpkt && (ibihfrxf_ == 0))
            begin
                paddr[7:0] <= ibihfdata;
                state <= 3;
            end
            else if (ibihfpkt == 0)    
            begin
                state <= 0;
            end
        end
        else if (state == 3)    
        begin
            if (ibihfpkt && (ibihfrxf_ == 0))
            begin
                count <= ibihfdata;
                state <= 4;
            end
            else if (ibihfpkt == 0)    
            begin
                state <= 0;
            end
        end
        else if (state == 4)   
        begin
            if (ibifhtxe_ == 0)
            begin
                sendingpkt <= 1;
                state <= 5;
            end
        end
        else if (state == 5)     
        begin
            if (ibifhtxe_ == 0)
            begin
                state <= 6;
            end
        end
        else if (state == 6)    
        begin
            if (ibifhtxe_ == 0)
            begin
                state <= 7;
            end
        end
        else if (state == 7)    
        begin
            if (ibifhtxe_ == 0)
                state <= 8;
            begin
            end
        end
        else if (state == 8)    
        begin
            if (ibifhtxe_ == 0)
            begin
                if ((cmd & 8'h0C) == 8'h04)
                    state <= 9;     
                else if ((cmd & 8'h0C) == 8'h08)
                    state <= 13;
                else
                    state <= 11;     
            end
        end
        else if (state == 9)    
        begin
            data <= datin;
            if (STALL_I == 1)
                state <= 9;
            else if (count == 0)    
                state <= 11;
            else if (ACK_I == 0)
                state <= 11;
            else
                state <= 10;
        end
        else if (state == 10)    
        begin
            if (ibifhtxe_ == 0)
            begin
                state <= 9;
                count <= count - 8'h01;
                if ((cmd & 8'h02) == 8'h02)
                    paddr <= paddr + 12'h001;
            end
        end
        else if (state == 13)    
        begin
            if (ibihfpkt && (ibihfrxf_ == 0))
            begin
                data[7:0] <= ibihfdata;
                state <= 14;
            end
            else if (ibihfpkt == 0)    
            begin
                state <= 12;
            end
        end
        else if (state == 14)    
        begin
            if (STALL_I == 1)
                state <= 14;
            else if (ACK_I == 0)
                state <= 15;
            else
            begin
                count <= count - 8'h01;
                if (count == 1)    
                    state <= 11;
                else
                begin
                    state <= 13;
                    if ((cmd & 8'h02) == 8'h02)
                        paddr <= paddr + 12'h001;
                end
            end
        end
        else if (state == 15)
        begin               
            if (ibihfpkt && (ibihfrxf_ == 0))
            begin
                data[7:0] <= ibihfdata;    
            end
            else if (ibihfpkt == 0)    
            begin
                state <= 11;
            end
        end
        else if (state == 11)    
        begin
            if (ibifhtxe_ == 0)
            begin
                state <= 12;
            end
        end
        else if (state == 12)     
        begin
            if (ibifhtxe_ == 0)
            begin
                sendingpkt <= 0;
                state <= 0;
            end
        end
    end
    assign obihfrd_ = ~(ibihfpkt && (ibihfrxf_ == 0) &&
                 ((state == 0) || (state == 1) || (state == 2) ||
                  (state == 3) || (state == 13) ||
                  (state == 15)));
    assign obifhpkt = sendingpkt || ((state == 4) && (ibifhtxe_ == 0));
    assign obifhdata = (state == 5) ? cmd :
                       (state == 6) ? {4'he,paddr[11:8]} :
                       (state == 7) ? paddr[7:0] :
                       (state == 8) ? count :
                       (state == 10) ? data[7:0] :
                       (state == 11) ? count : 8'h00;
    assign obifhwr = ((ibifhtxe_ == 0) && ((state == 5) || (state == 6) ||
                                       (state == 7) || (state == 8) ||
                                       (state == 10) ||
                                       (state == 11)));
    assign addr = paddr;       
    assign datout = (state == 14) ? data : 8'h00;      
    assign WE_O = ~(state == 9);
    assign TGA_O = (((state == 9) || (state == 14)) && (count != 0));
endmodule
```
==> notes.md <==
The implementation run finished. Maximum number of pins on one net before global-route repair landed at 37. According to the timing report, the data required time at the worst endpoint equals 4960 ps. The report shows a maximum critical-path fanout of 12. Aggregate global routing overflow landed at 0. Buffers inserted during clock tree synthesis total 9. Summed over all layers, the routed wires come to 9.92 mm. The run finished with clean final reports.

The worst path in the final design needs a cycle of 4300 ps, including I/O delays and setup. Headroom to the max-slew limit landed at 51.8%. After floorplanning, the core was sized to cover 0.00830 sq mm. Sequential group share of total power landed at between 40% and 50%. Number of cell instances after yosys synthesis landed at 363. I/O pin count landed at 57.

Number of placed instances with taps included landed at 508. Arrival time of the worst setup path landed at about 3000 ps. TritonCTS built the clock tree.

Final antenna diode count landed at 0. Sequential cells were found to cover 44.9% of the synthesized design area. Chip width landed at 95.0 um.

After synthesis, the mean cell area works out to 9.52 sq um. Count of H-tree levels built during CTS landed at 3. The post-route netlist has 7.40% of its cells at a drive strength greater than 1.

Starting density of the core landed at 41.7%. Looking at the VDD voltage map, the peak drop is 152 uV. Gate count after technology mapping landed at 363.

The initial antenna violation count was 0. The power report shows net switching accounting for 28.8% of the total. met2 track demand over resource after global routing is 35.9%. The synthesis report gives the async set-or-reset register share as 0%.

Combinational logic is responsible for 22.0% of the overall power. On the reported timing paths, the clock transition at the registers reads 60 ps. In this run the clock root is driven by a sky130_fd_sc_hd__clkbuf_8. The clock drives ~57 sinks. Timing would allow up to 0.232 GHz.

Final weighted congestion in routability-driven placement landed at 0.940. STA classifies the critical path startpoint as a primary input. Number of max-capacitance violations reported landed at 0. Summing all flip-flop and latch instances after layout gives about 0.0016 sq mm.

Actual slew at the worst max-slew pin landed at 722 ps. Clock share of power landed at 30.3%. According to the hold report, the worst path is of the flip-flop to flip-flop type.

Counting pins that exceed their max-slew limit in the final report gives 0. The script extracted a total leakage power of 1.46 nW. Area added between synthesis and finish landed at 23.3%.

Final non-filler cell total landed at 524. The routed layout has approximately 3,000 vias. Worst-skew pair later-pin latency landed at 340 ps. Number of library cell types mapped by synthesis landed at roughly 55. Total number of warnings across the stage logs landed at 26. In this run, synthesis inferred 41 flip-flops with an integrated enable. In the layout the commonest cells are sky130_fd_sc_hd__clkdlybuf4s50_1 (56), sky130_fd_sc_hd__edfxtp_1 (41), sky130_fd_sc_hd__nand2_1 (30), sky130_fd_sc_hd__a21oi_1 (29), sky130_fd_sc_hd__inv_1 (23). Die footprint landed at 0.00902 sq mm. Total area of multi-input combinational cells landed at 0.00174 sq mm. For this run, the detailed router reports a per-instance via density of around 5.7. Counting endpoints that fail hold in the final report gives 0.

Among logic cells in the layout, the one with the most instances is sky130_fd_sc_hd__clkdlybuf4s50_1. The first global-routing pass estimated 15.4 mm of wire. Flop and latch count out of synthesis landed at between 50 and 60. After routing, the total negative slack on setup checks comes to 0 ps. Cell internal power was estimated by the tool at 0.726 mW.

Number of setup buffers added after CTS landed at 0. Worst clock skew landed at 9.92 ps. Iteration-0 DRC count of the detailed router landed at 178.

Setup repair after global routing left no endpoint under its margin. The report lists the power per cell area as 239 mW/mm^2. Dividing the detail-routed wire length by the instance count gives 18.9 um. Yosys synthesis chip area landed at between 0.003 and 0.004 sq mm. After Yosys synthesis, XOR and XNOR cells account for 4.05% of the synthesized area. Fraction of the mapped netlist area in adder cells landed at 1.45%.

Number of optimization iterations in the first detailed-route pass landed at 5. For this run, global-route usage on met3 was measured as roughly 6.5%. For this run, the number of Yosys warnings is 0. Area of the mapped netlist landed at approximately 0.0035 sq mm. Count of final setup violators landed at 0. The power report puts the net switching power at 0.294 mW.

Multiplexer share of the synthesized area landed at under 10%. Die outline height landed at between 90 and 100 um. Quantity of I/O buffers inserted on ports landed at about 56.

Share of synthesized cell area in and, or, nand and nor gates landed at 20.8%. The longest clock path from root to sink contains 2 buffers. Per the layout report, the design carries between 700 and 800 filler cells.

Per the GRT log, the top usage layer is met1. Grouping non-sequential cells by family puts the most area in simple AND/OR/NAND/NOR gates. The worst setup path is of the primary input to output pin kind. STA classifies the critical path endpoint as an output pin. Final period utilization landed at 69.4%. The floorplan has 33 rows.

Global routing consumed, on the met1 layer, approximately 37% of the routing resources. Of all cell types, the one taking the most synthesized area is sky130_fd_sc_hd__edfxtp_1. Number of gates resized after CTS landed at 0.

In this run, the synthesized area fraction spent on AND-OR/OR-AND gates is recorded as about 18%. Summed over all routing layers, the global router reports a total usage of 24.3%. Post-cts hold buffer count landed at 0. The via count of the first global-routing pass came to 2,825. For reference, the top cells by area after synthesis are sky130_fd_sc_hd__edfxtp_1 (36%), sky130_fd_sc_hd__dfxtp_1 (9.3%), sky130_fd_sc_hd__a21oi_1 (4.2%), sky130_fd_sc_hd__mux2i_1 (3.8%), sky130_fd_sc_hd__xnor2_1 (3.3%).

Number of DRC violations after detailed routing landed at 0. Post-synth the commonest register cell is sky130_fd_sc_hd__edfxtp_1. Note, the detailed placer reported a final HPWL of 7.33 mm. In this run the remaining antenna-violating nets after routing total 0. Per the synthesis report, the single largest cell type by area occupies a little over a third of cell area.
## sequential cells by signal, summed over array words and instances, names as in the netlist, named ones only
register	flops
data	8
sendingpkt	1
addr	12
count	8
state	12
cmd	8
polladdr	4
## through the flow
| stage | util, % | setup slack [ps] | power, mW | area (sq um) | hold WS (ps) |
|---|---|---|---|---|---|
| 6_report | 51.4 | 1900 | 1.02 | 4260 | 503 |
| 5_1_grt | 51.4 | 1760 | 1.07 | 4260 | 533 |
| 4_1_cts | 51.4 | 1900 | 1.03 | 4260 | 506 |
| 3_5_place_dp | 49.3 | 1910 | 0.717 | 4090 | 500 |
| 3_3_place_gp | 49.3 | 1930 | 0.717 | 4090 | 485 |
| 2_1_floorplan | - | 3090 | 0.615 | 3460 | 421 |
## metal layers
layer	share of wire [%]	wire, um	vias to the layer above
li1	-	-	1443
met1	45	4460	1410
met2	45	4440	123
met3	7.5	740	22
met4	2.8	282	0
met5	0	0	-
## cells by family after synthesis
| kind of cell | after synthesis |
|---|---|
| compound gates | 92 |
| xor+xnor | 16 |
| fa+ha+maj | 4 |
| buf+inv | 43 |
| flops | 57 |
| mux | 21 |
| simple gates | 130 |
## critical path: stages
cell	delay [ps]
sky130_fd_sc_hd__clkdlybuf4s50_1	570
sky130_fd_sc_hd__nor2b_1	620
sky130_fd_sc_hd__o31ai_1	180
sky130_fd_sc_hd__clkdlybuf4s50_1	440
## worst paths after layout
| path | start | end | slack (ps) | cells past startpoint |
|---|---|---|---|---|
| worst max-delay path | ibihfpkt | obihfrd_ | 1900 | 4 |
| worst min-delay path | polladdr[1] | polladdr[1] | 500 | 2 |
| worst max register to register | flip-flop | addr[7] | 3840 | 5 |
| worst min register to register | polladdr[1] | polladdr[1] | 500 | 2 |
## cell usage after synthesis (7+ instances only)
master and count:
sky130_fd_sc_hd__a21oi_1 29, sky130_fd_sc_hd__and2_1 12, sky130_fd_sc_hd__clkbuf_1 10, sky130_fd_sc_hd__dfxtp_1 16, sky130_fd_sc_hd__edfxtp_1 41, sky130_fd_sc_hd__inv_1 23
sky130_fd_sc_hd__mux2_2 8, sky130_fd_sc_hd__mux2i_1 13, sky130_fd_sc_hd__nand2_1 30, sky130_fd_sc_hd__nand3_1 8, sky130_fd_sc_hd__nor2_1 21, sky130_fd_sc_hd__nor2b_1 11
sky130_fd_sc_hd__nor3_1 10, sky130_fd_sc_hd__nor4_1 7, sky130_fd_sc_hd__o21ai_0 19, sky130_fd_sc_hd__xnor2_1 13
## final cells by class
| class | count | area share (%) |
|---|---|---|
| multi-input cells | 263 | 40.7 |
| flip-flops and latches | 57 | 36.4 |
| repair buffers | 59 | 13.7 |
| clock buffers | 16 | 3.99 |
| well taps | 105 | 3.08 |
| inverters | 24 | 2.11 |
## power groups by stage
stage	clock, mW	combinational, mW	sequential [mW]
4_1_cts	0.315	0.224	0.486
5_1_grt	0.333	0.250	0.492
6_report	0.309	0.224	0.487
Power figures rest on the tool's default switching activity, not on a simulated workload.
